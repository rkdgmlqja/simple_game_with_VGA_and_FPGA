===== design/flow/run.sh =====
#!/bin/bash
# OpenROAD 26Q1-2900-gdf79404cd8, Yosys 0.63+post, stock flow scripts
make -C /OpenROAD-flow-scripts/flow DESIGN_CONFIG=/design/flow/config.mk WORK_HOME=/design/flow/orfs finish

===== design/flow/config.mk =====
export PLATFORM = sky130hd
export DESIGN_NAME = screen_ctrl
export DESIGN_NICKNAME = screen_ctrl
export VERILOG_FILES = /design/flow/design.v
export SDC_FILE = /design/flow/constraint.sdc
export NUM_CORES = 4
export LEC_CHECK = 1
export CORE_UTILIZATION = 30

===== design/flow/constraint.sdc =====
current_design screen_ctrl

set clk_period 8.5
set clk_io_pct 0.2

create_clock -name clk0 -period $clk_period

set non_clock_inputs [all_inputs -no_clocks]
set_input_delay [expr $clk_period * $clk_io_pct] -clock clk0 $non_clock_inputs
set_output_delay [expr $clk_period * $clk_io_pct] -clock clk0 [all_outputs]

===== design/flow/design.v =====
`timescale 1ns / 1ps
module screen_ctrl(
    input clk,
    input rst_n,
    input current_state,
    input [x_width1-1:0] dong1x,
    input [y_width1-1:0] dong1y,
    input [x_width1-1:0] dong2x,
    input [y_width1-1:0] dong2y,
    input [x_width1-1:0] dong3x,
    input [y_width1-1:0] dong3y,
    input [x_width1-1:0] dong4x,
    input [y_width1-1:0] dong4y,
    input [x_width1-1:0] playerx,
    input [y_width1-1:0] playery,
    input [x_width-1:0] sx,  
    input [y_width-1:0] sy, 
    input de,
    input [7:0] c_time_step,
    input [7:0] best_score,
    output wire [3:0] Rout,
    output wire [3:0] Gout,
    output wire [3:0] Bout
    );
    reg [x_width-1:0] posx;
    reg [y_width-1:0] posy;
    parameter total_pixel=1920;
    parameter total_line=1080;
    parameter box_size = 350;
    parameter x_width = $clog2(Total_Pixels-1);
    parameter y_width = $clog2(Total_Lines-1);
    parameter Total_Pixels=2200;
    parameter Total_Lines=1125;
    parameter strt_pntx = total_pixel/2-box_size/2-1;
    parameter strt_pnty = total_line/2-box_size/2-1;
    parameter end_pntx = total_pixel-box_size-1-10;
    parameter end_pnty = total_line-box_size-1-10;
    parameter dong_x = 50;
    parameter dong_y = 50;
    parameter human_x = 50;
    parameter human_y = 50;
    parameter Active_PixelsLow =  192;
    parameter Active_LinesLow= 1080;
    parameter x_width1 = $clog2(Active_PixelsLow*2);
    parameter y_width1 = $clog2(Active_LinesLow);
    wire dongon1, dongon2, dongon3,dongon4, dongon;
    wire playeron;
    wire groundon;
    wire scoreon;
    wire bscoreon;
    assign dongon1 = ((sx>=dong1x*10-dong_x)&&(sx<=dong1x*10+dong_x))&&((sy>=dong1y-dong_y)&&(sy<=dong1y+dong_y));
    assign dongon2 = ((sx>=dong2x*10-dong_x)&&(sx<=dong2x*10+dong_x))&&((sy>=dong2y-dong_y)&&(sy<=dong2y+dong_y));
    assign dongon3 = ((sx>=dong3x*10-dong_x)&&(sx<=dong3x*10+dong_x))&&((sy>=dong3y-dong_y)&&(sy<=dong3y+dong_y));
    assign dongon4 = ((sx>=dong4x*10-dong_x)&&(sx<=dong4x*10+dong_x))&&((sy>=dong4y-dong_y)&&(sy<=dong4y+dong_y));
    assign dongon = dongon1||dongon2||dongon3||dongon4;
    assign playeron = ((sx>=playerx*10-human_x)&&(sx<=playerx*10+human_x))&&((sy>=playery-human_y)&&(sy<=playery+human_y));
    assign groundon = (sy>=980);
    assign scoreon = (sy>=30&&sy<=60&&sx>=30&&sx<=60+15*(c_time_step));
    assign bscoreon = (sy>=300&&sy<=330&&sx>=50&&sx<=80+15*(best_score));
    assign Rout[0]=(de&&current_state&&(dongon||scoreon))||(!current_state&&bscoreon);
    assign Rout[1]=(de&&current_state&&(dongon||scoreon))||(!current_state&&bscoreon);
    assign Rout[2]=(de&&current_state&&(dongon||scoreon))||(!current_state&&bscoreon);
    assign Rout[3]=(de&&current_state&&(dongon||scoreon))||(!current_state&&bscoreon);
    assign Bout[0]=(de&&current_state&&(playeron||scoreon))||(!current_state&&bscoreon);
    assign Bout[1]=(de&&current_state&&(playeron||scoreon))||(!current_state&&bscoreon);
    assign Bout[2]=(de&&current_state&&(playeron||scoreon))||(!current_state&&bscoreon);
    assign Bout[3]=(de&&current_state&&(playeron||scoreon))||(!current_state&&bscoreon);
    assign Gout[0]=(de&&current_state&&(groundon||scoreon))||(!current_state&&bscoreon);
    assign Gout[1]=(de&&current_state&&(groundon||scoreon))||(!current_state&&bscoreon);
    assign Gout[2]=(de&&current_state&&(groundon||scoreon))||(!current_state&&bscoreon);
    assign Gout[3]=(de&&current_state&&(groundon||scoreon))||(!current_state&&bscoreon);
endmodule

==> impl_metrics.csv <==
group,metric,value,unit
outcome,status,"finished clean",
final_layout,drive_gt1_share,10.1,%
die,initial_core_util,30.4,%
worst_hold_path,hp-class,"primary input to output pin",
placed_design,place_area,15200,µm²
final_timing,relSlewSlack,42.8,%
die,dieArea,42200,µm²
detailed_routing,ant_nets,0,
yosys,yosys_cells,1562,
final_layout,final_area,15500,µm²
setup_path,crit_arrival,6560,ps
detailed_routing,wirelength,34.2,mm
final_timing,final_critical_path_setup_slack,239,ps
yosys,ys_seq_share,0,%
yosys,yosys-top-cells-area,"ha_1 38%, xnor2_1 9.0%, xor2_1 5.3%",
final_layout,clkbuf_count,0,
yosys,yosysWarnings,0,
final_timing,tightest_slew,856,ps
power,combPwrFrac,100.0,%
die,io_pins,155,
detailed_routing,drc,0,
final_timing,whs,4450,ps
final_timing,finalHoldViolCount,0,
worst_hold_path,whs_endpoint,"Bout[3]",
placed_design,dpl.hpwl,29.0,mm
setup_path,cp-start-kind,"primary input",
yosys,postSynthCellCount,1562,
detailed_routing,dr_total_vias,11741,
power,clkPwrFrac,0,%
die,fp.dieW,205,µm
power,internal_power,861,µW
placed_design,dpl.cell_count,2313,
final_layout,final_cell_count_no_fill,2324,
flow_run,max_cap_violations,0,
setup_path,cp.required,6800,ps
global_route,overflow,0,
global_route,grt_first_pass_wirelength,55.8,mm
power,switchingPower,894,µW
yosys,syn_area_per_cell,7.95,µm²
power,seqPwrFrac,0,%
power,p_leak,0.00733,µW
yosys,common_cells,"375 x ha_1, 128 x xnor2_1, 109 x inv_1",
worst_hold_path,hold_start,"current_state",
die,die_h,205,µm
final_timing,final_max_slew_viol_count,0,
die,rows,74,
power,swShare,50.9,%
yosys,synthMostInstantiatedCell,"ha_1",
detailed_routing,route.detailed.wl_per_inst,14.7,µm
final_timing,fmax,121,MHz
yosys,ys_types,81,
detailed_routing,dr.pass1.iters,4,
global_route,grt_usage,16.6,%
setup_path,critPathKind,"primary input to output pin",
yosys,yosysChipArea,12400,µm²
yosys,netlist.area_leader.share,37.8,%
power,totalPowerFinal,1760,µW
detailed_routing,vias_per_cell,5.05,
yosys,yosysTopAreaCell,"ha_1",
final_timing,fin_crit_sh,97.2,%
setup_path,cp-end-kind,"output pin",
setup_path,cp_max_fo,4,
placed_design,routabilityCongestion,0.886,
placed_design,place_ws,-486,ps
placed_design,portBuffers,153,
final_layout,register_area,0,µm²
final_layout,areaGrowthSynthToFinish,25.3,%
detailed_routing,drtIter0Drc,355,
global_route,grt_start_max_net_pins,16,
yosys,syn_area,12400,µm²
final_timing,finalSetupViolCount,0,
power,p_per_area,113,nW/µm²
final_layout,fillers,4053,
global_route,grt_pass1_vias,11430,
final_timing,min_period,8260,ps
final_layout,seq_cells,0,
die,core_area,40800,µm²
power,max-vdd-ir-drop,55.7,µV
global_route,antenna_found_initial,3,
flow_run,tool_warnings,58,
worst_hold_path,hold_depth,4,
-- routing by layer --
| metal | wire [µm] | vias up | GRT usage [%] |
|---|---|---|---|
| met1 | 16700 | 5323 | 23.3 |
| met5 | 27 | - | 0 |
| met4 | 529 | 4 | 2.46 |
| met3 | 1360 | 32 | 1.78 |
| met2 | 15600 | 176 | 27.9 |
| li1 | - | 6206 | - |
-- what timing repair did --
action | CTS | global route
gates resized | 39 | 39
pin swaps | 39 | 24
hold endpoints to repair | 0 | 0
setup buffers | 8 | 2
hold buffers | 0 | 0
endpoints found under the setup margin | 12 | 12
-- final cells by class --
cell class	count	area, µm²	area share [%]
multi-input cells	1410	12000	77.4
repair buffers	272	2440	15.7
well taps	532	666	4.28
inverters	109	409	2.63
diodes	1	2.50	0.0161
-- power groups by stage --
stage	Sequential [µW]	Combinational [µW]	Clock [µW]
after CTS	0	1740	0
after global routing	0	2010	0.0000157
final	0	1760	0.0000157
-- how the worst max path moves through the flow --
stage                   from  endpoint  cells past startpoint  slack [ps]
CTS            best_score[3]   Rout[2]                     26         0.9
global route  c_time_step[0]   Gout[0]                     23         -30
finish        c_time_step[0]   Gout[2]                     23         240
-- placed cells by master, fill, tap and decap left out, types with 5 or more instances in the layout --
| cell | synthesis | routed |
|---|---|---|
| a21oi_2 | 2 | 9 |
| ha_1 | 375 | 370 |
| o2111ai_1 | 6 | 5 |
| buf_4 | 9 | 118 |
| a31oi_1 | 18 | 15 |
| nor3_1 | 38 | 37 |
| a21oi_1 | 97 | 89 |
| nand4_1 | 34 | 34 |
| or3_1 | 12 | 12 |
| inv_2 | 0 | 7 |
| nand2b_1 | 41 | 40 |
| and4_1 | 5 | 5 |
| a211oi_1 | 23 | 22 |
| a21o_1 | 48 | 48 |
| nand3b_1 | 8 | 8 |
| xnor2_1 | 128 | 128 |
| o211ai_1 | 10 | 10 |
| nand3_1 | 46 | 45 |
| xor2_1 | 75 | 75 |
| and2_1 | 7 | 7 |
| o21a_1 | 13 | 13 |
| inv_1 | 109 | 102 |
| fa_1 | 30 | 26 |
| nor2b_1 | 27 | 27 |
| nand2_1 | 82 | 81 |
| nor3b_1 | 10 | 10 |
| or4_1 | 5 | 5 |
| clkdlybuf4s50_1 | 0 | 135 |
| nor4_1 | 18 | 17 |
| dlymetal6s2s_1 | 0 | 13 |
| and3_1 | 13 | 13 |
| a2111oi_0 | 7 | 7 |
| o21ai_0 | 69 | 64 |
| nor2_1 | 76 | 76 |
| o21ai_1 | 2 | 6 |
-- kinds of logic (layout without fill, tap and decap cells) --
logic type / Yosys count / after routing / share of synthesized area, %
other: 0 / 1 / 0
AOI/OAI and AO/OA: 364 / 364 / 19.4
xor gates and xnor gates: 204 / 204 / 14.5
adders and majority gates: 405 / 405 / 42.6
buffers and inverters: 152 / 381 / 4.90
and+or+nand+nor: 437 / 437 / 18.6
-- per-stage QoR --
step	utilization [%]	setup TNS (ps)
after floorplan	-	0
after global placement	37.3	-4380
after detailed placement	37.3	-4810
after CTS	37.8	0
after global routing	38.1	-124
final	38.1	0
-- critical path, stage by stage --
cell and delay, ps:
clkdlybuf4s50_1 490, inv_1 60, ha_1 200, fa_1 470, inv_1 50, fa_1 500
fa_2 370, a21o_1 180, a21oi_2 130, o21bai_1 80, a21oi_1 180, o21bai_1 100
a21oi_2 140, xor2_1 190, ha_1 290, nand3_2 100, nor3_2 40, a21oi_1 150
a41oi_2 120, buf_6 150, o311ai_2 330, nand2_4 120, clkdlybuf4s50_1 420
Power is estimated from default activity; no workload was simulated.
