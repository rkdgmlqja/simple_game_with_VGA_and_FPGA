File: flow/run.sh
#!/bin/bash
# OpenROAD 26Q1-2900-gdf79404cd8, Yosys 0.63+post, stock flow scripts
make -C /OpenROAD-flow-scripts/flow DESIGN_CONFIG=/design/flow/config.mk WORK_HOME=/design/flow/orfs finish
File: flow/config.mk
export PLATFORM = sky130hd
export DESIGN_NAME = switch_interface
export DESIGN_NICKNAME = switch_interface
export VERILOG_FILES = /design/flow/design.v
export SDC_FILE = /design/flow/constraint.sdc
export NUM_CORES = 4
export LEC_CHECK = 1
export CORE_UTILIZATION = 40
File: flow/constraint.sdc
current_design switch_interface

set clk_period 4.5
set clk_io_pct 0.2

create_clock -name clk0 -period $clk_period [get_ports {clk}]

set non_clock_inputs [all_inputs -no_clocks]
set_input_delay [expr $clk_period * $clk_io_pct] -clock clk0 $non_clock_inputs
set_output_delay [expr $clk_period * $clk_io_pct] -clock clk0 [all_outputs]
File: flow/design.v
`timescale 1ns / 1ps
module switch_interface(
input clk,
input rst,
input btn1in,
input btn2in,
input btn3in,
input btn4in,
output reg [2:0]switch_out,
output reg rst_n
);
reg rstq1, rstq2;
reg btn1in1, btn1in2;
reg btn2in1, btn2in2;
reg btn3in1, btn3in2;
reg btn4in1, btn4in2;
wire fmscnt;
reg [19:00] mscnt ;
localparam ms = 625000;
wire rstd, btn1ind, btn2ind, btn3ind, btn4ind;
assign  rstd = (rstq1)&(~rstq2);
assign  btn1ind = (btn1in1)&(~btn1in2);
assign  btn2ind = (btn2in1)&(~btn2in2);
assign  btn3ind = (btn3in1)&(~btn3in2);
assign  btn4ind = (btn4in1)&(~btn4in2);
always @(posedge clk) begin
    if(fmscnt)begin
        if(rstd)begin
            mscnt<=0;
         end
         else begin
            mscnt<=mscnt;
         end
    end
    else begin
        mscnt<=mscnt+1;
        if(mscnt==ms-1)begin
            mscnt<=0;
        end
    end
end
assign fmscnt = (mscnt==ms-1) ? 1'b1:1'b0; 
always@(posedge clk) begin
    if(fmscnt) begin
        rstq1<=rst;
        rstq2<=rstq1;
        btn1in1<=btn1in;
        btn1in2<=btn1in1;
        btn2in1<=btn2in;
        btn2in2<=btn2in1;
        btn3in1<=btn3in;
        btn3in2<=btn3in1;
        btn4in1<=btn4in;
        btn4in2<=btn4in1;
    end
end
always@(posedge clk)begin
    if(fmscnt)begin
        if(rstd) begin
            rst_n<=0;
        end
        else begin
            rst_n<=1;
        end
        if(btn1ind) begin
            switch_out<= 3'd1;
        end
        else if(btn2ind) begin
            switch_out<= 3'd2;
        end
        else if(btn3ind) begin
            switch_out<= 3'd3;
        end
        else if(btn4ind) begin
            switch_out<= 3'd4;
        end
        else begin
            switch_out<= 3'd0;
        end
    end
end
endmodule
==> run summary <==
Results of an implementation run.

Looking at the post-CTS report, the setup buffer insertion count equals 0. Of the cells placed in the final design, the portion with a size suffix greater than 1 is 0.1128. The global routing stage identified its most utilized layer as met1.

The site row count is 22. The via density per instance is 5.287. After synthesis, the design contains 116 cells according to Yosys. TritonCTS built the clock tree. The CTS buffer count is 5. The library cell contributing the largest single delay on the critical path is sky130_fd_sc_hd__nand2_1.

The cell total after placement is 173. The critical path is of the flop to flop type. The total overflow left after global routing is 0. Listed in order, past its start point the critical path passes ha_1, nand2_1, or4_1, nor3_2, buf_4, nand2_1. The kind of end point of the critical path is a flop.

In the synthesis report, Yosys lists the chip area as 1548 µm². The met1 track utilization from global routing is 0.2636. Leaving out fill and tap cells, the most frequent cell in the layout is sky130_fd_sc_hd__edfxtp_1.

In this run, synthesis produced a sequential element count of 34. The number of warnings issued by yosys is 1. The largest buffer count on any clock path is 2. The total count of hold-check failures in the final report is 0. The achievable frequency is 379.9 MHz. The first global-routing pass estimated 4.464 mm of wire. The number of filler cells placed in the layout is 325.

After detailed routing, the number of remaining DRC violations is 0. The data arrival time of the critical path is 2470 ps. The synthesized area is 1548 µm². The largest total area in the synthesized netlist belongs to sky130_fd_sc_hd__edfxtp_1. The max-slew headroom at the worst pin is 0.4465. The number of antenna violations at the first check in global routing is 0. On the reported timing paths, the clock transition at the registers reads 70 ps. The met2 routing resource usage after global routing is 0.2074. The biggest fanout along the worst timing path is 20. The peak per-stage delay on the critical path is 540 ps. The worst-skew pair later-pin latency is 280 ps. The vertical die dimension reported for this design is 64.21 µm. The most common logic cells in the final layout are sky130_fd_sc_hd__edfxtp_1, sky130_fd_sc_hd__nor2_1, sky130_fd_sc_hd__clkdlybuf4s50_1.

The tree built by TritonCTS fans out to 34 sinks. The cell chosen for the clock root is sky130_fd_sc_hd__clkbuf_8. The number of diodes is 0. OpenROAD emitted warnings numbering 25.

The core utilization at floorplan is 0.4196. The synthesis report lists the most area-consuming cells as sky130_fd_sc_hd__edfxtp_1, sky130_fd_sc_hd__xnor2_1, sky130_fd_sc_hd__xor2_1, sky130_fd_sc_hd__nor2_1, sky130_fd_sc_hd__nand3_1. For met3 alone, demand over resource in global routing was 0.03623. The final critical-path share of the clock period is 0.5849.

The number of non-filler instances in the completed layout is 181. Of the synthesized area, sequential elements account for 0.6597. The clock period minus final worst setup slack is 2632 ps. The gate-level netlist out of Yosys references 27 unique cell types.

Total power normalized to cell area comes to 371.1 nW/µm². The detailed-router iteration count before antenna repair is 4. The overall global routing resource usage is 0.1487.

Per the final report, max-transition violations number 0. Post-CTS repair ended up resizing 0 cells. The synthesis-to-finish area growth is 18.35%. The synthesized instance count is 116. The die span in x is 64.21 µm.

The leakage power is 0.0006416 µW. The number of global-route vias before repair is 957. In this run the maximum-capacitance check reported violations numbering 0. The maximum number of pins on one net before global-route repair is 21.

The script reports the combined buffer and inverter count of the critical path as 1. The total core area is 3689 µm². The number of hold buffers added after CTS was 0. The number of input and output port buffers inserted is 9. The remaining number of nets flagged by the antenna check after routing is 0.

The path class of the tightest hold or removal check is flop to flop. Of the post-synthesis cell area, the dominant cell type holds 0.6597. Setup repair after global routing left no endpoint under its margin. The placement summary gives the final routability congestion estimate as 0.8621. The floorplan report gives the top-level pin count as 10. STA classifies the critical path startpoint as a flop. The routed design shows a wire length per standard cell of 13.48 µm.

In this design, the critical path's most frequently occurring cell is sky130_fd_sc_hd__nand2_1. According to the floorplan report, the total die area is 4122 µm². In the final timing run, aggregate negative setup slack is 0 ps.

The average instance in the mapped netlist occupies 13.34 µm². The placed wire-length estimate after detailed placement is 1.648 mm. The flow ran to the end, and the final reports show no timing, DRC or antenna violations. Setup violations remaining at the end of the flow were counted as 0.

The maximum vdd drop is 0.0002178 V. In the post-route report, total wirelength is listed as 2.440 mm. The H-tree level count is 2.

In this run, the number of DRC markers left after iteration 0 of detailed routing was 50. The data required time at the worst endpoint is 4340 ps. The transition time recorded at the tightest slew-check pin is 828.2 ps.

The cell type group with the largest total delay on the critical path is simple AND/OR/NAND/NOR gates. The total number of vias is 957. The final clock skew is 4.175 ps.
## logic make-up after synthesis
logic type	Yosys count	synth area share
compound gates	5	0.02425
xor+xnor	16	0.09055
fa+ha+maj	1	0.008083
buf+inv	4	0.01455
flops	34	0.6597
simple gates	56	0.2029
## Yosys cell counts, drive strengths merged
cell,count
edfxtp,34
nor2,12
nand3,8
xnor2,8
xor2,8
nand2,7
nand4,6
nor3,5
nor2b,4
inv,3
nand2b,3
nor4,3
nor4b,3
a21oi,2
or3,2
or4,2
a31o,1
and3,1
buf,1
ha,1
o21bai,1
o31ai,1
## per-layer routing
| metal | vias up | share of wire |
|---|---|---|
| met2 | 32 | 0.44 |
| met4 | 0 | 0.0078 |
| met1 | 457 | 0.50 |
| met3 | 2 | 0.052 |
| li1 | 466 | - |
| met5 | - | 0 |
## through the flow
stage                       util  power [µW]  hold slack (ps)  area, µm²  setup slack, ps
after detailed placement  0.4593       354.7            442.4       1694             1859
after global placement    0.4593       354.6            423.4       1694             1959
after floorplan                -       350.5            417.6       1548             1491
final                     0.4966       679.8            450.3       1832             1868
after CTS                 0.4966       685.4            454.3       1832             1852
after global routing      0.4966       703.5            468.1       1832             1689
## layout make-up
cell class,instances,area [µm²],share of cell area
Clock buffer,5,68.82,0.03757
Clock inverter,3,68.82,0.03757
Inverter,3,11.26,0.006148
Multi-Input combinational cell,78,504.2,0.2753
Sequential cell,34,1021,0.5574
Tap cell,48,60.06,0.03279
Timing Repair Buffer,10,97.59,0.05328
## flip-flops by register name, indices dropped and copies added (netlist names)
signal and flops:
btn4in1 1, btn3in1 1, rstq2 1, btn4in2 1, rstq1 1, rst_n 1, btn2in1 1, btn3in2 1
btn1in1 1, mscnt 20, btn1in2 1, switch_out 3, btn2in2 1
## worst paths after layout
path	depth (start not counted)	startpoint	slack, ps	end
setup / recovery	6	mscnt[0]	1870	mscnt[17]
hold / removal	0	btn4in1	450	btn4in2
setup reg to reg	6	mscnt[0]	1870	mscnt[17]
hold reg to reg	0	btn4in1	450	btn4in2
## power breakdown
| part | internal (µW) | total, µW | leakage, µW | switching [µW] |
|---|---|---|---|---|
| registers | 343 | 343 | 0.000352 | 0 |
| clock network | 222 | 332 | 0.0000683 | 110 |
| logic | 3.72 | 4.23 | 0.000221 | 0.508 |
| total | 569 | 680 | 0.000642 | 111 |
No activity file was given, so power comes from the tool's default toggle rates.
